==> design/flow/design.v <==
module Relogio (
    input reset,
    input clock,
    output logic [6:0] s_lsd,
    output logic [6:0] s_msd,
    output logic [6:0] m_lsd,
    output logic [6:0] m_msd,
    output logic [6:0] h_lsd,
    output logic [6:0] h_msd
);
  logic clk_1hz;
  divisor_clock div_clock (
      .clk_in(clock),
      .rst(reset),
      .clk_out(clk_1hz)
  );
  logic [3:0] segundos_unidade;
  logic [2:0] segundos_dezena;
  logic minuto_pulso;
  contador_segundos segundos (
      .clk(clock),
      .rst(reset),
      .enable(clk_1hz),
      .unidade(segundos_unidade),
      .dezena(segundos_dezena),
      .carry(minuto_pulso)
  );
  decoder_7seg seg_unid (
      .valor(segundos_unidade),
      .segmentos(s_lsd)
  );
  decoder_7seg seg_dez (
      .valor({1'b0, segundos_dezena}),
      .segmentos(s_msd)
  );
  logic [3:0] minutos_unidade;
  logic [2:0] minutos_dezena;
  logic hora_pulso;
  contador_minutos minutos (
      .clk(clock),
      .rst(reset),
      .enable(clk_1hz),
      .carry_in(minuto_pulso),
      .unidade(minutos_unidade),
      .dezena(minutos_dezena),
      .carry_out(hora_pulso)
  );
  decoder_7seg min_unid (
      .valor(minutos_unidade),
      .segmentos(m_lsd)
  );
  decoder_7seg min_dez (
      .valor({1'b0, minutos_dezena}),
      .segmentos(m_msd)
  );
  logic [3:0] horas_unidade;
  logic [1:0] horas_dezena;
  contador_horas horas (
      .clk(clock),
      .rst(reset),
      .enable(clk_1hz),
      .carry_in(hora_pulso),
      .unidade(horas_unidade),
      .dezena(horas_dezena)
  );
  decoder_7seg hora_unid (
      .valor(horas_unidade),
      .segmentos(h_lsd)
  );
  decoder_7seg hora_dez (
      .valor({2'b00, horas_dezena}),
      .segmentos(h_msd)
  );
endmodule
module contador_horas (
    input clk,
    input rst,
    input enable,
    input carry_in,
    output logic [3:0] unidade,
    output logic [1:0] dezena
);
  always_ff @(posedge clk) begin
    if (~rst) begin
      unidade <= 4'd0;
      dezena <= 2'd0;
    end else if (enable && carry_in) begin
      if (unidade == 4'd9) begin
        unidade <= 4'd0;
        dezena <= dezena + 2'd1;
      end else if (dezena == 2'd2 && unidade == 4'd3) begin
        unidade <= 4'd0;
        dezena <= 2'd0;
      end else begin
        unidade <= unidade + 4'd1;
      end
    end
  end
endmodule
module contador_minutos (
    input clk,
    input rst,
    input enable,
    input carry_in,
    output logic [3:0] unidade,
    output logic [2:0] dezena,
    output logic carry_out
);
  always_ff @(posedge clk) begin
    if (~rst) begin
      unidade <= 4'd0;
      dezena <= 3'd0;
      carry_out <= 1'b0;
    end else if (enable && carry_in) begin
      if (unidade == 4'd9) begin
        unidade <= 4'd0;
        if (dezena == 3'd5) begin
          dezena <= 3'd0;
          carry_out <= 1'b1;
        end else begin
          dezena <= dezena + 3'd1;
          carry_out <= 1'b0;
        end
      end else begin
        unidade <= unidade + 4'd1;
        carry_out <= 1'b0;
      end
    end else begin
      carry_out <= 1'b0;
    end
  end
endmodule
module contador_segundos (
    input clk,
    input rst,
    input enable,
    output logic [3:0] unidade,
    output logic [2:0] dezena,
    output logic carry
);
  always_ff @(posedge clk) begin
    if (~rst) begin
      unidade <= 4'd0;
      dezena <= 3'd0;
      carry <= 1'b0;
    end else if (enable) begin
      if (unidade == 4'd9) begin
        unidade <= 4'd0;
        if (dezena == 3'd5) begin
          dezena <= 3'd0;
          carry <= 1'b1;
        end else begin
          dezena <= dezena + 3'd1;
          carry <= 1'b0;
        end
      end else begin
        unidade <= unidade + 4'd1;
        carry <= 1'b0;
      end
    end else begin
      carry <= 1'b0;
    end
  end
endmodule
module decoder_7seg (
    input [3:0] valor,
    output logic [6:0] segmentos
);
  always_comb begin
    case (valor)
      4'd0: segmentos = 7'b1000000;  
      4'd1: segmentos = 7'b1111001;
      4'd2: segmentos = 7'b0100100;
      4'd3: segmentos = 7'b0110000;
      4'd4: segmentos = 7'b0011001;
      4'd5: segmentos = 7'b0010010;
      4'd6: segmentos = 7'b0000010;
      4'd7: segmentos = 7'b1111000;
      4'd8: segmentos = 7'b0000000;
      4'd9: segmentos = 7'b0010000;
      default: segmentos = 7'b1111111;
    endcase
  end
endmodule
module divisor_clock (
    input clk_in,
    input rst,
    output logic clk_out
);
  logic [25:0] contador;
  always_ff @(posedge clk_in) begin
    if (~rst) begin
      contador <= 26'd0;
      clk_out <= 1'b0;
    end else begin
      if (contador == 26'd24999999) begin
        contador <= 26'd0;
        clk_out <= ~clk_out;
      end else begin
        contador <= contador + 26'd1;
      end
    end
  end
endmodule
==> design/flow/run.sh <==
#!/bin/bash
# OpenROAD 26Q1-2900-gdf79404cd8, Yosys 0.63+post, stock flow scripts
make -C /OpenROAD-flow-scripts/flow DESIGN_CONFIG=/design/flow/config.mk WORK_HOME=/design/flow/orfs finish
==> design/flow/config.mk <==
export PLATFORM = sky130hd
export DESIGN_NAME = Relogio
export DESIGN_NICKNAME = Relogio
export VERILOG_FILES = /design/flow/design.v
export SDC_FILE = /design/flow/constraint.sdc
export NUM_CORES = 4
export LEC_CHECK = 1
export CORE_UTILIZATION = 30
==> design/flow/constraint.sdc <==
current_design Relogio

set clk_period 3.9
set clk_io_pct 0.2

create_clock -name clk0 -period $clk_period [get_ports {clock}]

set non_clock_inputs [all_inputs -no_clocks]
set_input_delay [expr $clk_period * $clk_io_pct] -clock clk0 $non_clock_inputs
set_output_delay [expr $clk_period * $clk_io_pct] -clock clk0 [all_outputs]
==> notes.md <==
run metrics: CTS Buf Count 9, post-synth top area cell dfxtp_1, max cap viols 0, share of cells above drive strength 1 0.06225, Synth top area share 0.4199, Pre-antenna DRT Iters 4, routed length per instance between 10 and 15 um, initial DRC count 146, fin. max-slew vios 0, max frequency 354.6 MHz, Data required, critical path 4.10 ns, status completed, Critical Path End Type flop, HP Class flop to flop, Pleak 2.115 nW, post-route ant nets 0, WHS Path Cells 1, Clock Skew roughly 0.0074 ns, htree depth 3, DRC viols 0, Post-synth top cells 89 x dfxtp_1, 52 x nor2_1, 34 x inv_1, 33 x ha_1, 24 x nand3_1, # Cells Yosys 457, Unique masters post-synth 46, Max IR drop VDD roughly 0.19 mV, first-pass GRT wire length 12630 um, Yosys chip area around 4200 um2, Synth Warn # 5, Worst setup SP type input port, Root Buffer clkbuf_16, Clk pin slew, worst setup/hold paths 0.06 ns, Hold Buf Count CTS 0, synthesized area 4243 um2, WL final between 7000 and 8000 um, most frequent cell after synthesis dfxtp_1, Die Wd 120.9 um, Post-CTS Setup Repair Bufs 0, area of the core roughly 14000 um2, vias in the first global route 2789, fraction of registers with async set/reset 0, CP arrival about 3.0 ns, CTS tree done, Clk Latency, worst-skew pair 0.34 ns, Tot GR Track Use 0.1069, Congestion Overflow GR 0, Worst-Margin Slew 0.6670 ns, antenna diode count 0, Crit Path Max Fanout 14, post-CTS resize count 0, Row Count between 40 and 50, Port-buffer cells 42, Die Span Y 120.9 um, setup repair after global routing missed its margin no, setup tns final 0 ns, endpoints failing hold 0, Synth flops just under 90, routability cong. 0.8628, P&R area growth vs syn 19.76%, final core occ 0.3675, Post-synth EDFFs 0, largest net degree at the start of global routing 27, vias per cell 4.541, OpenROAD warning count about 48, via count 3079, Pwr Density 338.0 nW/um2, ys flop type dfxtp_1, Tcrit/Tclk final 0.7231, CTS Buffer Depth 2, Seq share, synth 0.4199, Synth area leaders dfxtp_1 42%, ha_1 9.7%, xor2_1 4.7%, initial antenna violation count 0, fp util 0.3069, Final setup violation count 0, Crit Path Class input port to flop, Clock Sinks approximately 89, Synth Area per Inst 9.284 um2, Die ar. 14620 um2, reg2reg path depth 9, relative slew slack 0.5507, io pins 44, Synth Instances 457, min Tclk post-route around 2.8 ns, DP Wirelength 5280 um
stage by stage:
step	worst slack (ns)	hold slack [ns]	std cells	total power, W	cell area (um2)
global route	0.8444	0.4838	678	0.001800	5081
finish	1.080	0.4604	678	0.001718	5081
detailed placement	0.7016	0.4535	663	0.0009597	4812
floorplan	1.544	0.4299	457	0.0009542	4243
CTS	1.062	0.4679	678	0.001751	5081
global placement	0.7379	0.4451	663	0.0009590	4812
area by class of cell:
cell class	instances	area, um2
clock inverters	6	43.79
inverters	34	127.6
clock buffers	9	225.2
flip-flops and latches	89	1782
multi-input cells	315	2235
fillers	1374	8746
repair buffers	45	442.9
well taps	180	225.2
power by group:
group,total (W),leakage [nW],internal (W),switching [W]
Clock,0.000779,0.132,0.000430,0.000348
Combinational,0.0000248,1.27,0.00000683,0.0000179
Sequential,0.000914,0.717,0.000911,0.00000263
Total,0.00172,2.11,0.00135,0.000369
cells in the final DEF, fill, tap and decap left out, types with 6 or more instances in the layout:
cell,instances
xor2_1,23
nand3_1,24
ha_1,33
xnor2_1,9
inv_1,34
a21oi_1,13
nand2_1,22
clkdlybuf4s50_1,42
nor3_1,10
nand4_1,8
clkbuf_16,9
o21ai_0,23
mux2i_1,19
nand2b_1,6
and3_1,12
nor2_1,52
dfxtp_1,89
worst max-delay path: stages:
cell and delay (ns):
clkdlybuf4s50_1 0.71, nand3_4 0.22, a211oi_1 0.09, o21ai_0 0.50
ha_1 0.25, inv_1 0.05, a221oi_1 0.33, a31oi_1 0.07
cells by family (layout without fill, tap and decap cells):
kind of cell,after synthesis,in the layout,share of synthesized area
and+or+nand+nor,161,161,0.2038
DFF,89,89,0.4199
AOI/OAI and AO/OA,64,64,0.1006
buffers and inverters,53,94,0.05337
adders and majority gates,33,33,0.09732
xor gates and xnor gates,32,32,0.06606
muxes,24,24,0.05809
other,1,1,0.0008838
state kept, by name (all words and copies together) (netlist names):
register            count
segundos.unidade        4
segundos.dezena         3
minutos.unidade         4
s_msd                   7
m_lsd                   7
div_clock.clk_out       1
h_msd                   5
minutos.dezena          3
h_lsd                   7
horas.dezena            2
segundos.carry          1
minutos.carry_out       1
div_clock.contador     26
s_lsd                   7
m_msd                   7
horas.unidade           4
path summary, 6_finish.rpt:
| path | startpoint | to | slack, ns |
|---|---|---|---|
| setup / recovery | reset | h_lsd[4] | 1.08 |
| hold / removal | div_clock.contador[0] | div_clock.contador[0] | 0.46 |
| setup reg to reg | div_clock.clk_out | m_msd[0] | 1.22 |
| hold reg to reg | div_clock.contador[0] | div_clock.contador[0] | 0.46 |
metal layers:
| metal | up-vias | global-route usage | part of all wire |
|---|---|---|---|
| li1 | 1639 | - | - |
| met1 | 1386 | 0.1569 | 0.50 |
| met2 | 43 | 0.1636 | 0.43 |
| met3 | 11 | 0.02351 | 0.042 |
| met4 | 0 | 0.02392 | 0.025 |
| met5 | - | 0 | 0 |
Power is estimated from default activity; no workload was simulated.
